$ cat /design/flow/config.mk
export PLATFORM = sky130hd
export DESIGN_NAME = regfile
export DESIGN_NICKNAME = regfile
export VERILOG_FILES = /design/flow/design.v
export SDC_FILE = /design/flow/constraint.sdc
export NUM_CORES = 4
export LEC_CHECK = 1
export CORE_UTILIZATION = 40
$ cat /design/flow/constraint.sdc
current_design regfile

set clk_period 11.0
set clk_io_pct 0.2

create_clock -name clk0 -period $clk_period [get_ports {clock}]

set non_clock_inputs [all_inputs -no_clocks]
set_input_delay [expr $clk_period * $clk_io_pct] -clock clk0 $non_clock_inputs
set_output_delay [expr $clk_period * $clk_io_pct] -clock clk0 [all_outputs]
$ cat /design/flow/design.v
module regfile(
	clock, ctrl_writeEnable, ctrl_reset, ctrl_writeReg,
	ctrl_readRegA, ctrl_readRegB, data_writeReg, data_readRegA,
	data_readRegB);
	input clock, ctrl_writeEnable, ctrl_reset;
	input [4:0] ctrl_writeReg, ctrl_readRegA, ctrl_readRegB;
	input [31:0] data_writeReg;
	output [31:0] data_readRegA, data_readRegB;
	reg[31:0] registers[31:0];
	integer count;
	initial begin
		for (count=0; count<32; count=count+1)
			registers[count] <= 0;
	end
	integer i;
	always @(posedge clock or posedge ctrl_reset)
	begin
		if(ctrl_reset)
			begin
				for(i = 0; i < 32; i = i + 1)
					begin
						registers[i] <= 32'd0;
					end
			end
		else
			if(ctrl_writeEnable && ctrl_writeReg != 5'd0)
				registers[ctrl_writeReg] <= data_writeReg;
	end
	assign data_readRegA = registers[ctrl_readRegA];
	assign data_readRegB = registers[ctrl_readRegB];
endmodule
$ cat /design/flow/run.sh
#!/bin/bash
# OpenROAD 26Q1-2900-gdf79404cd8, Yosys 0.63+post, stock flow scripts
make -C /OpenROAD-flow-scripts/flow DESIGN_CONFIG=/design/flow/config.mk WORK_HOME=/design/flow/orfs finish
==> run_results.csv <==
group,metric,value,unit
timing,finalSetupTns,0,ps
logic_synthesis,async_flop_share,100,%
floorplan,rows,131,
run_status,outcome,"completed",
placement,dp_hpwl,163,mm
logic_synthesis,yosys-top-cells-area,"dfrtp_1 (50%), mux2_2 (22%), a22oi_1 (11%)",
run,tool_warnings,43,
cts,clock_sinks,1024,
floorplan,fp-utilization,40.3,%
power,p_per_area,182,mW/mm²
drt,dr.pass1.iters,10,
cts,hold_buffers,0,
logic_synthesis,synth_warnings,2,
placement,gp_congestion,1.08,
floorplan,die_area,0.130,mm²
cts,cts_buffer_depth,3,
cts,clkTransAtPathRegs,60,ps
placement,dpl_cell_area,0.0548,mm²
finish,reg.largest.list,"registers: 1024 flops",
global_route,grt_pass1_wl,369,mm
floorplan,fp.dieW,360,µm
global_route,grt_usage,43.0,%
timing,max_freq,109,MHz
critical_path,crit_required,8800,ps
logic_synthesis,syn_avg_cell_area,11.7,µm²
cts,cts_setup_buffers,0,
cts,cts_max_level,3,
floorplan,fp.coreArea,0.128,mm²
cts,cts_tree,"built",
logic_synthesis,syn_inst,4394,
floorplan,die_h,360,µm
finish,stdcell_area,0.0585,mm²
timing,hold_viol,0,
logic_synthesis,synth-main-ff-cell,"dfrtp_1",
logic_synthesis,synthDistinctLibCells,66,
drt,drc_errors,0,
global_route,grt_pass1_vias,44500,
logic_synthesis,synth-edff-count,0,
critical_path,cp-start-kind,"input pin",
critical_path,crit_chain,"buf_2 -> buf_4 -> nand3b_1 -> nor2_4 -> buf_4 -> nand2_1 -> o31ai_1 -> nor4_1 -> a21oi_1 -> clkdlybuf4s50_1",
logic_synthesis,ys_area,0.0513,mm²
drt,routed_via_density,7.38,
critical_path,path_delay_family,"buffers and inverters",
finish,drive_above_1_share,33.7,%
logic_synthesis,synth_top_area_share,49.9,%
timing,finalSetupViolCount,0,
logic_synthesis,netlist_top_cells_count,"dfrtp_1 (1024), mux2_2 (996), a22oi_1 (751)",
power,power.sequential.fraction,49.1,%
drt,via_count,45400,
critical_path,critPathSlowestCell,"nor2_4",
critical_path,cpPeakStageDelay,860,ps
power,combPwrFrac,14.6,%
global_route,gr-total-overflow,0,
global_route,grt_max_degree,120,
timing,tightestPinTransition,1160,ps
timing,final-max-slew-violation-count,0,
timing,setup_ws,1870,ps
placement,port-buffer-count,113,
timing,period_used_share,83.0,%
power,p_leak,25.4,nW
logic_synthesis,ys_seq_share,49.9,%
critical_path,cp_data_arrival_time,6930,ps
timing,relSlewSlack,22.3,%
power,internal_power,7.51,mW
drt,ant_nets,0,
finish,postLayoutCoreUtil,45.9,%
cts,worstSkewPairLatency,780,ps
critical_path,crit_fanout,29,
timing,post-route-min-period,9130,ps
critical_path,worstSetupPathType,"in2out",
cts,cts_buffers,109,
global_route,antenna_found_initial,18,
finish,areaGrowthSynthToFinish,13.9,%
timing,finClkSkew,0,ps
finish,top_register,"registers",
drt,drt_iter0_drc,6026,
finish,largest_reg_flops,1024,
run,maxCapViolations,0,
power,switching_share,29.6,%
critical_path,worstSetupEndpointType,"output port",
power,clkPwrFrac,36.3,%
logic_synthesis,yosysTopAreaCell,"dfrtp_1",
critical_path,path_common_cell,"buf_4",
power,ir_drop,0.000119,V
worst_hold_path,hp-class,"reg2reg",
critical_path,critical_path.n_buffers_inverters,4,
logic_synthesis,synth_flops,1024,
placement,post-place-ws,2220,ps
power,power.switching,3.16,mW
drt,drt_wl_total,270,mm
floorplan,ioPinCount,114,
logic_synthesis,synth.cell_area,0.0513,mm²
cts,root_buffer,"clkbuf_16",
logic_synthesis,synthMostInstantiatedCell,"dfrtp_1",
power,finalPower,10.7,mW
logic_synthesis,ys_cells,4394,
cts,cts_resized,0,
drt,wl_per_cell,43.9,µm
timing,rsz0062_at_grt,"no",
## cell usage in the layout, fill, tap and decap left out, types with 12 or more instances in the layout
master,instances
nor2_1,104
o32a_1,14
nand3_1,50
a31oi_1,21
clkbuf_8,25
a21oi_1,84
a221oi_1,26
a22o_1,35
dfrtp_1,1024
and3_1,14
nand4_1,101
mux2i_1,45
nor4_1,34
clkbuf_16,110
o21ai_0,30
o22ai_1,12
nand2_2,12
mux2_2,996
nor2_4,71
nor3_1,52
nand2b_1,19
a32oi_1,17
clkdlybuf4s50_1,105
nand2_1,239
a222oi_1,22
clkbuf_1,25
a22oi_1,751
buf_4,221
diode_2,20
## metal layers
layer  vias to the layer above  track usage, %  share of wire [%]
met1                     22600            51.8                 34
met5                         -            4.96               0.30
met3                      1586            31.4                 19
li1                      16800               -                  -
met4                        26            26.9                9.0
met2                      4402            54.0                 38
## cell type report
type	instances	area, µm²
flip-flops and latches	1024	25600
multi-input cells	2907	24200
repair buffers	337	2830
clock buffers	160	3190
clock inverters	34	480
fillers	11500	69000
inverters	7	30.0
well taps	1662	2080
diodes	20	50.0
## power by group through the flow
stage         clock, mW  sequential (mW)  combinational, mW
finish             3.87             5.24               1.56
global route       4.02             5.29               1.64
CTS                3.89             5.19               1.52
## through the flow
stage | cells | hold slack, ps
floorplan | 4394 | 451
global placement | 5937 | 388
detailed placement | 5937 | 389
CTS | 6131 | 405
global route | 6135 | 409
finish | 6151 | 401
## cell families (layout without fill, tap and decap cells)
kind of cell           count (synthesis)  count (layout)  share of synthesized area (%)
and+or+nand+nor                      778             778                           7.42
muxes                               1052            1052                           23.0
buffers and inverters                463             538                           4.06
DFF                                 1024            1024                           49.9
other                                  0              20                              0
AOI/OAI and AO/OA                   1077            1077                           15.6
## final timing paths
path | cells past startpoint | slack (ps) | end | start
max in group asynchronous | 5 | 6610 | registers[18][28] | ctrl_reset
worst max-delay path | 10 | 1870 | data_readRegB[22] | ctrl_readRegB[0]
worst max register to register | 1 | 10070 | registers[16][14] | registers[16][14]
worst min-delay path | 0 | 400 | registers[0][7] | registers[0][7]
min in group asynchronous | 2 | 1870 | registers[30][4] | ctrl_reset
worst min register to register | 0 | 400 | registers[0][7] | registers[0][7]
Power figures rest on the tool's default switching activity, not on a simulated workload.
