===== /design/flow/design.v =====
`timescale 1ns / 1ps
module VGA_Sprite_RAM #( parameter DATA_WIDTH = 8, ADDRESS_WIDTH = 8, DEPTH = 256, MEMFILE = "") (
    input wire                     clk,
    input wire                     wEn,
    input wire [ADDRESS_WIDTH-1:0] addrSprite1, addrSprite2, addrSprite3, addrSprite4, addrSprite5, addrSprite6, addrSprite7, addrSprite8, addrSprite9, addrSprite10,
    input wire [ADDRESS_WIDTH-1:0] addrPlayer,
    input wire [DATA_WIDTH-1:0]    dataIn,
    output reg [DATA_WIDTH-1:0]   outSprite1, outSprite2, outSprite3, outSprite4, outSprite5, outSprite6, outSprite7, outSprite8, outSprite9, outSprite10,
    output reg [DATA_WIDTH-1:0]    outPlayer);
    reg[DATA_WIDTH-1:0] MemoryArray[0:DEPTH-1];
    initial begin
        if(MEMFILE > 0) begin
            $readmemh(MEMFILE, MemoryArray);
        end
    end
    always @(posedge clk) begin
        if(wEn) begin
            MemoryArray[addrPlayer] <= dataIn;
        end else begin
            outSprite1 <= MemoryArray[addrSprite1];
            outSprite2 <= MemoryArray[addrSprite2];
            outSprite3 <= MemoryArray[addrSprite3];
            outSprite4 <= MemoryArray[addrSprite4];
            outSprite5 <= MemoryArray[addrSprite5];
            outSprite6 <= MemoryArray[addrSprite6];
            outSprite7 <= MemoryArray[addrSprite7];
            outSprite8 <= MemoryArray[addrSprite8];
            outSprite9 <= MemoryArray[addrSprite9];
            outSprite10 <= MemoryArray[addrSprite10];
            outPlayer <= MemoryArray[addrPlayer];
        end
    end
endmodule

===== /design/flow/run.sh =====
#!/bin/bash
# OpenROAD 26Q1-2900-gdf79404cd8, Yosys 0.63+post, stock flow scripts
make -C /OpenROAD-flow-scripts/flow DESIGN_CONFIG=/design/flow/config.mk WORK_HOME=/design/flow/orfs finish

===== /design/flow/config.mk =====
export PLATFORM = sky130hd
export DESIGN_NAME = VGA_Sprite_RAM
export DESIGN_NICKNAME = VGA_Sprite_RAM
export VERILOG_FILES = /design/flow/design.v
export SDC_FILE = /design/flow/constraint.sdc
export NUM_CORES = 4
export LEC_CHECK = 1
export CORE_UTILIZATION = 30

===== /design/flow/constraint.sdc =====
current_design VGA_Sprite_RAM

set clk_period 31.4
set clk_io_pct 0.2

create_clock -name clk0 -period $clk_period [get_ports {clk}]

set non_clock_inputs [all_inputs -no_clocks]
set_input_delay [expr $clk_period * $clk_io_pct] -clock clk0 $non_clock_inputs
set_output_delay [expr $clk_period * $clk_io_pct] -clock clk0 [all_outputs]

==> impl_metrics.toml <==
# yosys + openroad results
[final_timing]
post-route-min-period_ns = 11.92
finClkSkew_ns = 0.120
fin_tns_setup_ns = 0
report.final.slew_viol_count = 48
worst_pin_slew_ns = 1.76
period_used_pct = 38.0
rsz0062_at_grt = "no"
hold_ws_ns = 1.57
clock.fmax_ghz = 0.0839
hold_viol = 0
setup_violations = 0
max-slew-margin-rel_pct = -18.4

[place]
place_congestion = 1.16
io_buffers = 185
dp_hpwl_um = 1390000

[worst_setup_path]
ff2ff_setup_slack_ns = 26.44
end_kind = "flop"
crit_start = "addrPlayer[0]"
path_class = "in2reg"
r2r_start = "MemoryArray[247][5]"
worstPathRequired_ns = 32.31
cp_max_fo = 33
worstSetupStartpointType = "input port"
worst_ep_arrival_time_ns = 12.83

[power_and_ir_drop]
p_per_area_nw_per_um2 = 36.2
ir_drop_uv = 47.7
p_leak_nw = 90.8

[logic_synthesis]
avgSynthCellArea_um2 = 13.8
netlist_instances = 18500
yosys.area.top_type_share_pct = 46.8
syn-cell-area_um2 = 255000
ys_seq_share_pct = 25.2
yosys_warnings = 1
yosysTopAreaCell = "mux4_2"
synth-edff-count = 2136
common_cells = "mux4_2 (5293), clkbuf_1 (2899), mux2i_1 (2259), edfxtp_1 (2136), o221ai_1 (958)"
async_flop_share_pct = 0
synthDistinctLibCells = 68
ys_cells = 18500
topCellsByArea = "mux4_2 (47%), edfxtp_1 (25%), mux2i_1 (8.9%)"
synth-seq-cells = 2136
synth_top_flop_cell = "edfxtp_1"
yosys.cell_count.top_type = "mux4_2"
yosys_area_um2 = 255000

[floorplan]
dieArea_um2 = 854000
initCoreUtil_pct = 30.1
coreArea_um2 = 847000
rows = 338
io_pins = 186
die_x_um = 924
dieHeight_um = 924

[cts]
numCtsBuffers = 290
clock_sinks = 2136
clock.latency.late_pin_ns = 1.18
cts_tree = "done"
post_cts_buffers = 0
cts.path.max_buffers = 4
hold_buffers = 0
cts_resized = 0
clkTransAtPathRegs_ns = 0.07
h-tree-depth = 5
cts_root_buf = "clkbuf_16"

[outcome]
status = "finished with violations"
violations = "max-capacitance violations, max-slew violations"

[final_layout]
combGateArea_um2 = 175000
drive_above_1_share_pct = 49.5
seqCellArea_um2 = 64100
nFillCells = 80700
syn2layout_area_growth_pct = 10.8

[run]
cap_violations = 20
warnings = 28

[global_routing]
antenna_found_initial = 353
grt_max_degree = 80
gr-total-overflow = 0
grt_usage_pct = 47.6
grt_pass1_wl_um = 2480000
grt_pass1_vias = 227000

[route]
drt-initial-drc-count = 28100
drc_errors = 0
ant_nets = 0
wire_per_inst_um = 67.4
via_count = 232000
drtPass1Iterations = 6
wl_um = 1950000
vias_per_cell = 8.01

[hold_path]
worstHoldStart = "MemoryArray[163][2]"
hp-class = "reg2reg"
-- through the flow --
step / std cells / setup slack (ns) / power [mW] / instance area, um^2 / utilization, %
after global routing: 28700 / 19.31 / 10.2 / 282000 / 33.3
after CTS: 28400 / 19.63 / 9.94 / 281000 / 33.2
after detailed placement: 27900 / 18.46 / 6.36 / 271000 / 32.0
after floorplan: 18500 / 22.05 / 4.79 / 255000 / -
final: 29000 / 19.48 / 10.2 / 282000 / 33.3
after global placement: 27900 / 17.54 / 6.36 / 271000 / 32.0
-- sequential cells by signal, summed over array words and instances, names as in the netlist --
| register | cells |
|---|---|
| MemoryArray | 2048 |
| outPlayer | 8 |
| outSprite1 | 8 |
| outSprite10 | 8 |
| outSprite2 | 8 |
| outSprite3 | 8 |
| outSprite4 | 8 |
| outSprite5 | 8 |
| outSprite6 | 8 |
| outSprite7 | 8 |
| outSprite8 | 8 |
| outSprite9 | 8 |
-- placed cells by master (no fill, tap or decap), drive strengths merged, types with 83 or more instances in the layout --
master         instances
nor3                 349
buf                 2132
diode                545
o22ai                513
nor4                 177
o221ai               958
nand2                560
clkbuf               326
a22oi                132
clkinv               102
edfxtp              2136
nor2                 362
mux2i               2259
nand3                 83
nor2b                110
a21oi                414
clkdlybuf4s50        116
a211oi               183
mux2                 149
mux4                5293
-- metal layers --
| metal | vias to the layer above | routed length (um) | GRT usage [%] |
|---|---|---|---|
| met2 | 27900 | 734000 | 57.4 |
| met1 | 119000 | 543000 | 44.7 |
| met3 | 7454 | 430000 | 46.3 |
| met5 | - | 27600 | 29.0 |
| met4 | 499 | 218000 | 38.8 |
| li1 | 77200 | - | - |
-- cell families (layout without fill, tap and decap cells) --
kind of cell	count (synthesis)	after routing	synth area share, %
buf+inv	4139	2820	7.22
compound gates	2687	2687	7.85
flops	2136	2136	25.2
other cells	0	545	0
simple gates	1863	1863	3.50
mux	7701	7701	56.3
-- report_power, final --
group	internal (mW)	total (mW)	leakage [nW]	switching [mW]
sequential	3.16	3.23	19.3	0.0639
clock	2.03	3.65	4.74	1.63
combinational	1.10	3.36	66.8	2.25
total	6.29	10.2	90.8	3.94
-- worst paths after layout --
path / end / cells past startpoint
max: outPlayer[6] / 12
min: outPlayer[2] / 6
max reg2reg: outSprite9[5] / 6
min reg2reg: outPlayer[2] / 6
-- cell type report --
cell class / count / area share [%]
Sequential cell: 2136 / 22.7
Clock buffer: 326 / 2.65
Clock inverter: 201 / 0.841
Tap cell: 11200 / 4.97
Inverter: 45 / 0.103
Timing Repair Buffer: 2248 / 6.30
Multi-Input combinational cell: 12300 / 61.9
Antenna cell: 545 / 0.483
-- worst max-delay path, cell delays in order --
cell	delay, ns
buf_8	0.36
buf_4	0.60
buf_4	0.65
buf_4	0.64
buf_4	0.58
buf_4	0.54
mux4_2	0.61
mux4_2	0.50
mux2i_1	0.85
buf_4	0.25
nor3_1	0.06
or4_1	0.55
Power figures rest on the tool's default switching activity, not on a simulated workload.
